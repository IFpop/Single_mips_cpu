===== design/flow/run.sh =====
#!/bin/bash
# OpenROAD 26Q1-2900-gdf79404cd8, Yosys 0.63+post, stock flow scripts
make -C /OpenROAD-flow-scripts/flow DESIGN_CONFIG=/design/flow/config.mk WORK_HOME=/design/flow/orfs finish

===== design/flow/config.mk =====
export PLATFORM = sky130hd
export DESIGN_NAME = regfile
export DESIGN_NICKNAME = regfile
export VERILOG_FILES = /design/flow/design.v
export SDC_FILE = /design/flow/constraint.sdc
export NUM_CORES = 4
export LEC_CHECK = 1
export CORE_UTILIZATION = 50

===== design/flow/constraint.sdc =====
current_design regfile

set clk_period 9.4
set clk_io_pct 0.2

create_clock -name clk0 -period $clk_period [get_ports {clock}]

set non_clock_inputs [all_inputs -no_clocks]
set_input_delay [expr $clk_period * $clk_io_pct] -clock clk0 $non_clock_inputs
set_output_delay [expr $clk_period * $clk_io_pct] -clock clk0 [all_outputs]

===== design/flow/design.v =====
`timescale 1ns / 1ps
module regfile(
    input wire clock,
    input wire reset,
    input wire RegWrite,
    input wire[4:0] A1,
    input wire[4:0] A2,
    input wire[4:0] A3,
    input wire[31:0] WD3,
    output wire[31:0] RD1,
    output wire[31:0] RD2
    );
    reg[31:0] regs[0:32-1];
    always @(posedge clock) begin
               if((RegWrite == 1) &&(A3 != 5'b00000)) begin
                   regs[A3] <= WD3;
               end
           end
    assign RD1 = (reset == 1'b0 || A1 == 5'b00000)?32'h00000000:regs[A1];
    assign RD2 = (reset == 1'b0 || A2 == 5'b00000)?32'h00000000:regs[A2];
endmodule

==> flow_metrics.tcl <==
# collected from the flow reports
set metrics [dict create \
    status "finished clean" \
    drv_cap 0 \
    hold_path_depth 2 \
    period_needed_ns 7.98 \
    ys_warn_count 1 \
    grt_use_total_pct 35.5 \
    ys_cells 2527 \
    cp_slowest_cell "a211oi_1" \
    reg.largest.list "regs: 1024 flops" \
    warnings 26 \
    netlist_instances 2527 \
    cp.required_ns 7.52 \
    via_per_inst 6.76 \
    setup_tns_ns 0 \
    synthDistinctLibCells 38 \
    synthArstFlopShare_pct 0 \
    ys.flop_type "edfxtp_1" \
    rsz0062_at_grt "no" \
    ys_chip_area_sq_um 47800 \
    ir_worst_vdd_v 0.000166 \
    numCtsBuffers 109 \
    fmax_mhz 125 \
    grt_max_degree 79 \
    min_from "WD3[30]" \
    clock-sinks 1024 \
    cts_tree "done" \
    grt_pass1_wl_mm 216 \
    htree_levels 3 \
    grt_pass1_vias 31200 \
    power.density_nw_per_um2 189 \
    edf_count 1024 \
    path_max_fanout 50 \
    fin_util_pct 57.4 \
    whs_ns 2.01 \
    clk_pin_slew_ns 0.06 \
    coreArea_sq_um 94900 \
    critPathMaxStageDelay_ns 0.99 \
    wl_mm 150 \
    hp-class "input port to register" \
    fp_util_pct 50.4 \
    gp_congestion 0.888 \
    antenna_found_initial 1 \
    chipArea_sq_um 96800 \
    final_max_slew_viol_count 0 \
    max_slew_margin_pct 18.4 \
    post_drt_wl_per_cell_microns 36.8 \
    top_cells_by_count "1,024 x edfxtp_1, 372 x mux2i_1, 364 x mux4_2, 90 x buf_2, 86 x nand2_1" \
    synth.most_common_cell "edfxtp_1" \
    crit_top_cell "buf_4" \
    clockBufferDepth 3 \
    io_buffer_count 113 \
    whs_endpoint "regs[9][30]" \
    crit_path_cell_trace "buf_8 -> buf_4 -> nor2b_4 -> buf_4 -> a21oi_1 -> a211oi_1 -> clkdlybuf4s50_1" \
    syn_area_sq_um 47800 \
    cts-resized-gates 0 \
    ys_top_cells_by_area "edfxtp_1 64%, mux4_2 17%, mux2i_1 7.8%" \
    die_h_microns 311 \
    core.rowCount 113 \
    postCtsSetupBuffers 0 \
    syn_to_final_growth_pct 13.9 \
    p_leak_nw 17.9 \
    drc 0 \
    finalClockPeriodUsage_pct 84.9 \
    grt_overflow 0 \
    setup_slack_ns 1.42 \
    boundaryPins 114 \
    synth_area_per_cell_sq_um 18.9 \
    worst_pin_slew_ns 1.22 \
    firstDrtPassIters 5 \
    cp-start-kind "input port" \
    drt_iter0_drc 1891 \
    dr_total_vias 27500 \
    finalSetupViolCount 0 \
    hold_violations 0 \
    crit_path_end_kind "output port" \
    worstPathArrival_ns 6.10 \
    layout-drive-gt1-share_pct 28.3 \
    largest-register "regs" \
    ys_ff 1024 \
    ys_seq_share_pct 64.4 \
    ant_nets 0 \
    top_area_share_pct 64.4 \
    fp.dieW_microns 311 \
    synth_top_cell_by_area "edfxtp_1" \
    hpwl_mm 87.1 \
    largest_reg_flops 1024 \
    cts_hold_buf 0 \
    pre_cts_slack_ns 1.63 \
    cts-root-buf "clkbuf_16" \
    critPathKind "input port to output port" \
    fillers 6803 \
]
routing by layer:
layer,wire length [microns],global-route usage [%],vias to the layer above
li1,-,-,11200
met1,45400,43.6,13600
met2,67500,48.6,2291
met3,31100,31.0,345
met4,5360,9.03,4
met5,145,1.14,-
cells in the final DEF (no fill, tap or decap), types with 26 or more instances in the layout:
master	netlist	layout
mux4_2	364	364
nand2_1	86	86
a2bb2oi_1	32	32
a221oi_2	31	31
nand3_1	61	60
mux2_2	57	57
nor2_4	0	32
clkbuf_16	0	111
mux2i_1	372	372
edfxtp_1	1024	1024
clkdlybuf4s50_1	0	105
a22oi_1	26	26
o221ai_1	83	83
clkinv_1	0	26
a21oi_1	58	58
conb_1	1	32
clkinv_2	0	27
a211oi_1	32	32
buf_4	23	128
power by group:
| group | switching (W) | internal, W |
|---|---|---|
| clock | 0.00175 | 0.00247 |
| sequential | 0.0000272 | 0.00509 |
| combinational | 0.000533 | 0.000388 |
worst max-delay path: cells and delay by family:
kind	cells	cell delay [ns]
simple gates	1	0.58
buf+inv	4	2.32
compound gates	2	1.15
cells by family (layout without fill, tap and decap cells):
logic type	Yosys count	count (layout)	share of synthesized area, %
AOI/OAI and AO/OA	283	283	4.98
buffers and inverters	201	444	2.12
DFF	1024	1024	64.4
muxes	794	794	26.3
other	1	33	0.00785
and+or+nand+nor	224	224	2.21
layout make-up:
class / count / area, sq um / share of cell area, %
diodes: 1 / 2.50 / 0.00460
clock buffers: 129 / 2850 / 5.23
clock inverters: 70 / 638 / 1.17
inverters: 1 / 3.75 / 0.00690
multi-input cells: 1333 / 16400 / 30.2
flip-flops and latches: 1024 / 30700 / 56.5
well taps: 1265 / 1580 / 2.91
repair buffers: 244 / 2190 / 4.02
per-stage QoR:
| step | power (W) | cell area (sq um) | std cells |
|---|---|---|---|
| 3_5_place_dp | 0.00613 | 50900 | 3867 |
| 3_3_place_gp | 0.00612 | 50900 | 3867 |
| 5_1_grt | 0.0106 | 54400 | 4066 |
| 4_1_cts | 0.0103 | 54400 | 4066 |
| 2_1_floorplan | 0.00573 | 47900 | 2558 |
| 6_report | 0.0103 | 54400 | 4067 |
worst max path at each step:
stage	cells after the start	start	slack [ns]	to
CTS	7	A2[2]	1.60	RD2[13]
global route	7	A2[2]	1.36	RD2[13]
finish	7	A2[2]	1.42	RD2[13]
Power and IR drop assume default switching activity.
